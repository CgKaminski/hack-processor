===== flow/design.v =====
module alu(
  input logic [15:0] x, y,
  input logic zx, nx, zy, ny, f, no,
  output logic [15:0] out,
  output logic zr, ng);
  logic [15:0] x1, x2, y1, y2, out1; 
  assign x1 = (zx) ? 16'b0 : x;
  assign x2 = (nx) ? ~x1 : x1;
  assign y1 = (zy) ? 16'b0 : y;
  assign y2 = (ny) ? ~y1 : y1;
  assign out1 = (f) ? x2 + y2 : x2 & y2; 
  assign out = (no) ? ~out1 : out1;
  assign zr = (out === 16'b0);
  assign ng = (out[15] === 1);
  endmodule
module pc(input logic [15:0] in,
          input logic load, reset, clk,
          output logic [15:0] out);
  always_ff @(posedge clk)
    if (reset) out <= 0;
    else if (load) out <= in;
    else out <= out + 1;
endmodule
module cpu(input logic [15:0] inM, instruction,
           input logic reset, clk,
           output logic [15:0] outM, pc,
           output reg [15:0] aRegister, dRegister,
           output logic [14:0] addressM,
           output logic writeM);
  logic i, a, zx, nx, zy, ny, f, no;
  logic dA, dD, dM;
  logic leJ, eqJ, gtJ;
  logic [15:0] aluX, aluY, aluOut;
  logic zr, ng, po, lezr, gtzr, eqzr, jmp, doJmp;
  assign i = instruction[15];
  assign a = instruction[12];
  assign zx = instruction[11];
  assign nx = instruction[10];
  assign zy = instruction[9];
  assign ny = instruction[8];
  assign f = instruction[7];
  assign no = instruction[6];
  assign dA = instruction[5];
  assign dD = instruction[4];
  assign dM = instruction[3];
  assign leJ = instruction[2];
  assign eqJ = instruction[1];
  assign gtJ = instruction[0];
  assign aluX = dRegister;
  assign aluY = (a) ? inM : aRegister;
  alu alu_init (
    .x(aluX),
    .y(aluY),
    .zx(zx),
    .nx(nx),
    .zy(zy),
    .ny(ny),
    .f(f),
    .no(no),
    .out(aluOut),
    .zr(zr),
    .ng(ng)
  );
  assign outM = aluOut;
  assign writeM = (dM & i) ? 1'b1 : 1'b0;
  assign addressM = aRegister[14:0];
  assign po = ~zr & ~ng;
  assign lezr = leJ & ng;
  assign eqzr = eqJ & zr;
  assign gtzr = gtJ & po;
  assign jmp = lezr | eqzr | gtzr;
  assign doJmp = jmp & i;
  pc pc_init (
    .in(aRegister),
    .load(doJmp),
    .reset(reset),
    .clk(clk),
    .out(pc)
  );
  always_ff @(posedge clk) begin
    if (reset)
      aRegister <= 0;
    else if (!i)
      aRegister <= instruction;
    else if (dA & i)
      aRegister <= aluOut;
  end
  always_ff @(posedge clk) begin
    if (reset) 
      dRegister <= 0;
    else if (dD & i) 
      dRegister <= aluOut;
  end
  endmodule

===== flow/run.sh =====
#!/bin/bash
# OpenROAD 26Q1-2900-gdf79404cd8, Yosys 0.63+post, stock flow scripts
make -C /OpenROAD-flow-scripts/flow DESIGN_CONFIG=/design/flow/config.mk WORK_HOME=/design/flow/orfs finish

===== flow/constraint.sdc =====
current_design cpu

set clk_period 7.9
set clk_io_pct 0.2

create_clock -name clk0 -period $clk_period [get_ports {clk}]

set non_clock_inputs [all_inputs -no_clocks]
set_input_delay [expr $clk_period * $clk_io_pct] -clock clk0 $non_clock_inputs
set_output_delay [expr $clk_period * $clk_io_pct] -clock clk0 [all_outputs]

===== flow/config.mk =====
export PLATFORM = sky130hd
export DESIGN_NAME = cpu
export DESIGN_NICKNAME = cpu
export VERILOG_FILES = /design/flow/design.v
export SDC_FILE = /design/flow/constraint.sdc
export NUM_CORES = 4
export LEC_CHECK = 1
export CORE_UTILIZATION = 50

==> flow_metrics.py <==
# Synthesis and PnR figures
metrics = {
    "run_status": {
        "run_status": "complete, no violations",
    },
    "die": {
        "die_h_um": 97.9,
        "coreArea_um2": 8810,
        "fp_util_pct": 52.2,
        "die_x_um": 97.9,
        "rows": 34,
        "io_pins": 114,
        "dieArea_um2": 9590,
    },
    "setup_path": {
        "endpoint_kind": "output pin",
        "start_kind": "primary input",
        "r2r_end": "pc_init.out[15]",
        "cp.arrival_ns": 5.69,
        "required_ns": 6.32,
        "path_max_fanout": 17,
        "startpoint": "instruction[11]",
        "r2r_slack_ns": 3.21,
        "path_class": "in2out",
        "r2r_start": "aRegister[0]",
        "r2r_cells": 17,
    },
    "place": {
        "portBuffers": 113,
        "dpl-instance-area_um2": 5660,
        "dp_hpwl_um": 9470,
        "place_inst": 770,
        "dp_slack_ns": 0.774,
        "gp_congestion": 0.952,
    },
    "layout": {
        "layout_top_cells": "clkdlybuf4s50_1, nor2_1, nand2_1",
        "area_growth_syn_to_layout_pct": 25.6,
        "regArea_um2": 961,
        "logic_area_um2": 3300,
        "layout_top_cell": "clkdlybuf4s50_1",
        "fillers": 735,
        "drive_gt1_share_pct": 6.42,
        "fin_area_um2": 5780,
        "final-instance-count-excl-fill": 778,
    },
    "global_routing": {
        "grt_pass1_vias": 4057,
        "track_usage_pct": 27.6,
        "grt_max_degree": 65,
        "overflow": 0,
        "grt_pass1_wl_um": 21000,
        "antenna_found_initial": 0,
    },
    "detailed_routing": {
        "drt-vias-per-instance": 5.69,
        "wl_per_cell_um": 16.4,
        "ant_nets": 0,
        "dr.first_iter.drc_count": 310,
        "drtPass1Iterations": 23,
        "route.detailed.drc": 0,
        "drt-total-wl_um": 12800,
        "n_antenna_cell": 0,
        "vias": 4430,
    },
    "logic_synthesis": {
        "syn_inst": 596,
        "edf_count": 0,
        "synth.cell_area_um2": 4600,
        "ys.warnings.count": 2,
        "flop_cell": "dfxtp_1",
        "postSynthSeqShare_pct": 20.9,
        "yosys_area_um2": 4600,
        "numSynthFlops": 48,
        "synth-async-reset-ratio_pct": 0,
        "ys_types": 65,
        "avgSynthCellArea_um2": 7.72,
        "yosys_cells": 596,
    },
    "pwr": {
        "p_sw_share_pct": 36.0,
        "p_clk_share_pct": 20.5,
        "power_density_nw_per_um2": 165,
        "power.leakage_nw": 2.29,
        "seq_power_share_pct": 30.1,
        "ir_worst_vdd_mv": 0.110,
        "power.net_switching_uw": 344,
        "p_comb_share_pct": 49.5,
        "p_int_uw": 610,
    },
    "clock_tree": {
        "clk_pin_slew_worst_paths_ns": 0.09,
        "cts_hold_buffers": 0,
        "cts_setup_buffers": 0,
        "cts_root_buf": "clkbuf_8",
        "htreeDepth": 2,
        "clock-sinks": 48,
        "insertion_delay_ns": 0.31,
        "cts_resized": 0,
        "cts_tree": "yes",
        "clock_path_buffers": 2,
        "cts_made_buffers": 5,
    },
    "final_timing": {
        "finalCritPeriodShare_pct": 92.0,
        "finalWorstSetupSlack_ns": 0.631,
        "hold_viol": 0,
        "slew_violations": 0,
        "min_period_ns": 7.27,
        "tightestPinTransition_ns": 0.847,
        "setup_violations": 0,
        "fin_setup_tns_ns": 0,
        "finClkSkew_ns": 0.00558,
        "grt_setup_unrepaired": "false",
        "fin_hold_ws_ns": 0.480,
        "relSlewSlack_pct": 43.4,
        "fmax_mhz": 138,
    },
    "min_path": {
        "worstHoldPathCells": 2,
        "hold-path-endpoint": "dRegister[14]",
        "min_path_type": "reg2reg",
        "min_from": "dRegister[14]",
    },
    "flow_run": {
        "warnings": 26,
        "max_cap_viol_count": 0,
    },
}
## metrics by stage
stage	power [mW]	util, %
after detailed placement	0.760	64.2
after floorplan	0.575	-
after global routing	1.02	65.6
after CTS	0.959	65.6
after global placement	0.756	64.2
final	0.954	65.6
## critical path: stages
cell	delay (ns)
clkdlybuf4s50_1	0.70
nand2b_1	0.30
xnor2_1	0.13
ha_1	0.25
inv_1	0.09
fa_1	0.25
nor2b_4	0.06
o31ai_1	0.64
a31oi_1	0.38
xnor2_1	0.33
mux2i_1	0.14
xor2_1	0.31
clkdlybuf4s50_1	0.53
## cell type report
cell class	instances	share of cell area (%)
multi-input cells	477	57.2
repair buffers	124	20.9
flip-flops and latches	48	16.6
well taps	108	2.34
clock buffers	6	1.43
inverters	13	0.845
clock inverters	2	0.671
## power groups by stage
stage	sequential, mW	combinational (mW)	clock, mW
6_report	0.287	0.472	0.195
5_1_grt	0.291	0.518	0.209
4_1_cts	0.287	0.472	0.200
## cells in the mapped netlist (3+ instances only)
master,n,area [um^2]
dfxtp_1,48,961
nand2b_1,23,144
nor2_1,58,218
o21ai_0,10,50.1
o211ai_1,6,45.0
nand3b_1,5,37.5
buf_4,16,120
a21oi_1,31,155
a21o_1,9,67.6
o2111ai_1,3,26.3
mux2i_1,34,340
mux2_2,7,78.8
clkbuf_1,38,143
a211oi_1,16,120
nand4_1,6,37.5
a31oi_1,3,18.8
xor2_1,26,228
nand2_1,57,214
mux2_4,9,135
nor2b_1,24,150
or3_1,3,18.8
ha_1,17,213
nor3b_1,6,45.0
and3_1,10,62.6
nand3_1,14,70.1
xnor2_1,34,298
or2_2,3,18.8
inv_1,13,48.8
nor3_1,13,65.1
and2_1,7,43.8
## cell families after synthesis
kind of cell             count (synthesis)  synth area share, %
XOR/XNOR                                60                 11.4
flip-flops                              48                 20.9
multiplexers                            50                 12.1
adder cells (fa/ha/maj)                 18                 5.06
buffers and inverters                   71                 7.29
AND/OR/NAND/NOR                        243                 27.2
AND-OR/OR-AND                          106                 16.1
## registers in the layout, summed over array words and instances, names as in the netlist
register     flops
dRegister       16
pc_init.out     16
aRegister       16
## layer usage
layer,global-route usage [%],wire (um)
met1,41.0,5810
met4,4.31,218
met3,4.51,981
met2,43.9,5780
met5,0,0
## worst max path at each step
stage	cells past startpoint	slack, ns	end
CTS	12	0.73	outM[12]
global route	13	0.34	outM[8]
finish	13	0.63	outM[8]
Power figures rest on the tool's default switching activity, not on a simulated workload.
