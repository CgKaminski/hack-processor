[design/flow/config.mk]
export PLATFORM = sky130hd
export DESIGN_NAME = mux8way16
export DESIGN_NICKNAME = mux8way16
export VERILOG_FILES = /design/flow/design.v
export SDC_FILE = /design/flow/constraint.sdc
export NUM_CORES = 4
export LEC_CHECK = 1
export CORE_AREA = 10 10 72 72
export DIE_AREA = 0 0 82 82
[design/flow/constraint.sdc]
current_design mux8way16

set clk_period 3.4
set clk_io_pct 0.2

create_clock -name clk0 -period $clk_period

set non_clock_inputs [all_inputs -no_clocks]
set_input_delay [expr $clk_period * $clk_io_pct] -clock clk0 $non_clock_inputs
set_output_delay [expr $clk_period * $clk_io_pct] -clock clk0 [all_outputs]
[design/flow/design.v]
module mux8way16(input [15:0] a, b, c, d, e, f, g, h, input [2:0] sel, output reg [15:0] out);
  always @(*)
    begin
      case (sel)
        3'b000: out = a;
        3'b001: out = b;
        3'b010: out = c;
        3'b011: out = d;
        3'b100: out = e;
        3'b101: out = f;
        3'b110: out = g;
        3'b111: out = h;
      endcase
    end
endmodule
[design/flow/run.sh]
#!/bin/bash
# OpenROAD 26Q1-2900-gdf79404cd8, Yosys 0.63+post, stock flow scripts
make -C /OpenROAD-flow-scripts/flow DESIGN_CONFIG=/design/flow/config.mk WORK_HOME=/design/flow/orfs finish
==> run notes <==
Notes from the flow run.

Run status:
- The flow ran to the end, and the final reports show no timing, DRC or antenna violations.

Synthesis:
- Summing every instance area after synthesis gives 1110 um2.
- The run gives the cell accounting for the most synthesized area as sky130_fd_sc_hd__a22oi_1.
- Counting distinct cell types in the post-synthesis netlist gives 27.
- The run puts the Yosys warning count at 1.
- Sorting the synthesized cells by how often they occur yields sky130_fd_sc_hd__a22oi_1 (23), sky130_fd_sc_hd__nor2_1 (20), sky130_fd_sc_hd__mux2i_1 (15), sky130_fd_sc_hd__nand2_1 (15), sky130_fd_sc_hd__nand2b_1 (15).
- The run puts the area fraction of the dominant cell type after synthesis at 0.155.
- The main area contributors are sky130_fd_sc_hd__a22oi_1 (15%), sky130_fd_sc_hd__mux2i_1 (13%), sky130_fd_sc_hd__nand2b_1 (8.4%), sky130_fd_sc_hd__a31oi_1 (6.7%), sky130_fd_sc_hd__nor2_1 (6.7%).
- The run puts the yosys cell count at 177.
- The most frequently used library cell after synthesis is sky130_fd_sc_hd__a22oi_1.
- The run puts the part of the Yosys area used for sequential elements at 0.
- The run gives the instance tally after logic synthesis as 177.
- The run gives the area of the synthesized netlist per yosys stat as 1110 um2.
- The run puts the synthesized area per cell at 6.30 um2.

Setup path:
- The largest individual stage delay along the critical path comes from the cell sky130_fd_sc_hd__clkdlybuf4s50_1.
- In the setup report, the worst path falls into the class input port to output pin.
- The run gives the largest driver fanout on the critical path as 22.
- The run gives the nature of the critical path startpoint as an input port.
- The run gives the worst endpoint required time as 2720 ps.
- The critical path goes through clkdlybuf4s50_1 > buf_12 > or3_1 > buf_4 > nor2_1 > a31oi_1 > clkdlybuf4s50_1.
- For the worst setup path, the data arrival time is 2560 ps.
- The run gives the most frequent cell on the critical path as sky130_fd_sc_hd__clkdlybuf4s50_1.
- The worst setup path is captured at an output pin.
- The largest single stage delay on the critical path is 480 ps.

Routing:
- In the log, the iteration count for the first detailed-route pass is 4.
- In this run the remaining antenna-violating nets after routing total 0.
- The run puts the number of vias per cell at 4.95.
- The run puts the iteration-0 DRC count of the detailed router at 87.
- The run gives the average wire per standard cell as 17.2 um.
- The detailed router placed 1818 vias in this run.
- The wire length recorded after detailed routing is 6300 um.
- The repair_antennas step left the layout with diodes totalling 0.
- The run puts the number of design rule violations left after detail routing at 0.

Floorplan:
- The run puts the number of top-level pins at 147.
- The run puts the core area at 3690 um2.
- The floorplan step set the die width to 82 um.
- The run gives the effective utilization at floorplan as 0.302.
- The die covers 6720 um2.
- The run puts the number of rows created at floorplan at 22.
- The run gives the height of the die as 82 um.

Timing:
- The worst path in the final design needs a cycle of 3240 ps, including I/O delays and setup.
- The run gives the number of slew-limit violations in the final report as 0.
- The run puts the fmax at 309 MHz.
- The run gives the slew at the pin with the worst max-slew slack as 278 ps.
- The run puts the total of endpoints with negative setup slack in the final report at 0.
- The final hold violation count recorded for this run is 0.
- The run gives the sum of negative setup slack as 0 ps.
- The run gives the worst relative slew slack as 0.815.
- Post-route period utilization is reported as 0.952.
- Setup repair after global routing left no endpoint under its margin.
- After layout, the worst setup slack is 163 ps.

Clock tree:
- The report lists the number of cells resized after CTS as 0.
- The run gives the buffers inserted during post-CTS setup optimization as 0.
- The number of hold buffers added after CTS was 0.

Power:
- The run gives the part of the power in combinational logic as 1.000.
- The run puts the largest voltage drop on the vdd net at 0.0676 mV.
- The run puts the switching part of the total power at 0.291.
- Per the summary, power density relative to cell area is 122 nW/um2.
- The run puts the share of power burned in registers at 0.
- The run puts the share of total power in the clock network at 0.
- The run gives the cell-internal power as 226 uW.
- The run gives the switching power of the nets as 92.6 uW.
- The run puts the leakage power of the design at 1.01 nW.

Cells and area:
- The number of sequential cells reported for the layout is 0.
- The sequential cells in the finished layout cover a total of 0 um2.
- The run puts the proportion of layout cells with a drive suffix above 1 at 0.0596.
- The run puts the post-layout instance count excluding filler cells at 367.
- The finished cells cover 2620 um2.
- The run gives the signed area change from the synthesized netlist to the final layout as 135%.
- The run gives the clock buffer count as 0.

Placement:
- Once placement completed, the tool counted placed cells totaling 367.
- Setup slack on the worst path after placement came out at 142 ps.
- The run puts the post-placement cell area at 2620 um2.
- The run gives the global placement routability congestion as 0.846.
- The run gives the half-perimeter wire length after detailed placement as 5390 um.
- The run gives the tally of buffers added on design ports as 147.

Global route:
- The number of global-route vias before repair is 1787.
- Across every metal layer, demand over resource in global routing totals 0.173.
- The run gives the first-pass GRT wire length as 9250 um.
- The run puts the pin count of the biggest net entering global routing at 27.
- The global route stage reports its total congestion overflow as 0.
- The run gives the number of antenna violations at the first check in global routing as 0.

Flow run:
- The run puts the tally of max-capacitance violations at 0.
- Warnings raised by the tools during the run amount to 33.

Worst hold path:
- STA reports the tightest min-delay check as being of type input port to output pin.
## per-layer routing
metal | wire length, um | part of all wire | vias up | GRT usage
met1 | 2610 | 0.41 | 765 | 0.227
met3 | 844 | 0.13 | 0 | 0.0705
li1 | - | - | 944 | -
met4 | 0 | 0 | 0 | 0
met5 | 0 | 0 | - | 0
met2 | 2840 | 0.45 | 109 | 0.277
## metrics by stage
step,hold slack (ps),util,power (mW)
final,2190,0.709,0.319
after global routing,2250,0.709,0.347
after CTS,2200,0.709,0.322
after detailed placement,2190,0.709,0.320
after global placement,2200,0.709,0.319
after floorplan,1440,-,0.103
## layout make-up
cell class | count | area (um2)
repair buffers | 160 | 1580
fillers | 313 | 1070
multi-input cells | 156 | 968
well taps | 48 | 60.1
inverters | 3 | 11.3
## path summary, 6_finish.rpt
kind	start	cells after the start	endpoint	slack [ps]
worst max-delay path	sel[0]	7	out[6]	160
worst min-delay path	sel[1]	4	out[11]	2190
## power by group through the flow
stage | clock (mW) | combinational, mW | sequential (mW)
after CTS | 0 | 0.322 | 0
after global routing | 0 | 0.347 | 0
final | 0 | 0.319 | 0
## placed cells by master (no fill, tap or decap)
| master | n |
|---|---|
| sky130_fd_sc_hd__a21oi_1 | 12 |
| sky130_fd_sc_hd__a221oi_1 | 3 |
| sky130_fd_sc_hd__a22o_1 | 4 |
| sky130_fd_sc_hd__a22oi_1 | 23 |
| sky130_fd_sc_hd__a31oi_1 | 12 |
| sky130_fd_sc_hd__and2_1 | 1 |
| sky130_fd_sc_hd__and2_2 | 1 |
| sky130_fd_sc_hd__buf_12 | 1 |
| sky130_fd_sc_hd__buf_2 | 1 |
| sky130_fd_sc_hd__buf_4 | 12 |
| sky130_fd_sc_hd__clkdlybuf4s50_1 | 146 |
| sky130_fd_sc_hd__inv_1 | 3 |
| sky130_fd_sc_hd__mux2_2 | 1 |
| sky130_fd_sc_hd__mux2i_1 | 15 |
| sky130_fd_sc_hd__nand2_1 | 15 |
| sky130_fd_sc_hd__nand2b_1 | 15 |
| sky130_fd_sc_hd__nand3_1 | 11 |
| sky130_fd_sc_hd__nand3b_1 | 1 |
| sky130_fd_sc_hd__nor2_1 | 20 |
| sky130_fd_sc_hd__nor2_2 | 1 |
| sky130_fd_sc_hd__nor2b_1 | 2 |
| sky130_fd_sc_hd__nor2b_4 | 2 |
| sky130_fd_sc_hd__nor3_1 | 1 |
| sky130_fd_sc_hd__nor3b_1 | 1 |
| sky130_fd_sc_hd__o21ai_0 | 13 |
| sky130_fd_sc_hd__o22ai_1 | 1 |
| sky130_fd_sc_hd__or3_1 | 1 |
## cell families after synthesis
logic type	after synthesis	share of synthesized area
buffers and inverters	21	0.131
and+or+nand+nor	72	0.329
AOI/OAI and AO/OA	68	0.395
muxes	16	0.145
## critical path: cells and delay by family
family          cells  cell delay (ps)
buf+inv             4             1300
simple gates        2              540
compound gates      1               50
Power and IR drop assume default switching activity.
