--- /design/flow/run.sh ---
#!/bin/bash
# OpenROAD 26Q1-2900-gdf79404cd8, Yosys 0.63+post, stock flow scripts
make -C /OpenROAD-flow-scripts/flow DESIGN_CONFIG=/design/flow/config.mk WORK_HOME=/design/flow/orfs finish
--- /design/flow/config.mk ---
export PLATFORM = sky130hd
export DESIGN_NAME = mux4way16
export DESIGN_NICKNAME = mux4way16
export VERILOG_FILES = /design/flow/design.v
export SDC_FILE = /design/flow/constraint.sdc
export NUM_CORES = 4
export LEC_CHECK = 1
export CORE_AREA = 10 10 70 70
export DIE_AREA = 0 0 80 80
--- /design/flow/constraint.sdc ---
current_design mux4way16

set clk_period 1.1
set clk_io_pct 0.2

create_clock -name clk0 -period $clk_period

set non_clock_inputs [all_inputs -no_clocks]
set_input_delay [expr $clk_period * $clk_io_pct] -clock clk0 $non_clock_inputs
set_output_delay [expr $clk_period * $clk_io_pct] -clock clk0 [all_outputs]
--- /design/flow/design.v ---
module mux4way16(input [15:0] a, b, c, d, input [1:0] sel, output reg [15:0] out);
  always @ (a or b or c or d or sel)
    begin
      case (sel)
        2'b00: out = a;
        2'b01: out = b;
        2'b10: out = c;
        2'b11: out = d;
      endcase
    end
endmodule
==> impl_metrics.yaml <==
# yosys + openroad results
timing:
  fin_crit_sh_pct: 117
  fin_hold_ws_ns: 0.925
  period_minus_slack_ns: 1.29
  maxSlewViolCount: 0
  max_freq_ghz: 0.777
  relSlewSlack_pct: 92.4
  hold_viol: 0
  worstMarginPinSlew_ns: 0.113
  setup-violations-final: 16
  fin_ws_ns: -0.187
  rsz0062_at_grt: "true"
power:
  p_leak_nw: 0.550
  vdd_drop_max_v: 0.0000918
  power_density_mw_per_mm2: 315
  total_power_mw: 0.365
global_route:
  antenna_found_initial: 0
  grt_max_degree: 9
  grt_pass1_wl_mm: 4.17
  grt_pass1_vias: 793
  grt_use_total_pct: 8.27
  grt-ovfl-total: 0
hold_path:
  hp-class: "input pin to primary output"
placed_design:
  hpwl_mm: 2.42
  dp_cells: 147
  placed_area_mm2: 0.00130
  io_buffers: 82
  gp_congestion: 0.804
drt:
  drtIter0Drc: 2
  totalWireLength_mm: 2.73
  drc: 0
  ant_nets: 0
  drt-wirelength-per-cell_um: 18.5
  vias_per_cell: 4.05
  n_antenna_cell: 0
  dr_total_vias: 599
  firstDrtPassIters: 2
floorplanning:
  chipArea_mm2: 0.00640
  fp.dieH_um: 80
  core_area_mm2: 0.00342
  ioPinCount: 82
  fp.dieW_um: 80
  num_rows: 21
  initCoreUtil_pct: 12.4
worst_setup_path:
  cp.required_ns: 0.88
  critPathLaunchType: "input pin"
  critPathMaxFanout: 8
  crit_path_end_kind: "primary output"
  worstSetupPathType: "input pin to primary output"
  critPathArrivalTime_ns: 1.07
logic_synthesis:
  ys_types: 5
  postSynthAreaPerCell_um2: 21.2
  postSynthSeqShare_pct: 0
  yosysCellCount: 20
  synth_area_um2: 424
  syn_inst: 20
  yosysChipArea_um2: 424
  ys_warn_count: 1
cells_and_area:
  drive_gt1_share_pct: 36.3
  area_delta_synth_final_pct: 173
  clockBufferCount: 0
  final_common_cell: "dlygate4sd2_1"
  seq_area_um2: 0
  final_cell_mix: "64 x dlygate4sd2_1, 16 x mux4_2, 16 x buf_2"
  layoutNonFillerInstCount: 148
  flops: 0
  final_area_mm2: 0.00116
  final_util_pct: 33.9
clocking:
  holdBufCountCts: 0
flow_run:
  warning_count: 35
  cap_violations: 0
run_status:
  run_status: "finished, violations left"
  failed_checks: "negative setup slack"
## stage by stage
step                TNS, ns  worst slack (ns)
floorplan            -0.280           -0.0280
global placement     -15.85             -1.03
detailed placement   -16.15             -1.06
CTS                   -3.05            -0.208
global route          -3.48            -0.232
finish                -2.82            -0.187
## logic make-up (layout without fill, tap and decap cells)
family                 Yosys count  count (layout)  share of synthesized area, %
buffers and inverters            4              86                          9.73
multiplexers                    16              16                          90.3
## synth_stat cells
| cell type | count | area, um^2 |
|---|---|---|
| mux4_2 | 10 | 225 |
| mux4_1 | 6 | 158 |
| buf_2 | 2 | 10.0 |
| buf_12 | 1 | 20.0 |
| buf_6 | 1 | 11.3 |
## routing by layer
layer	global-route usage [%]	vias up	share of wire [%]
met5	0	-	0
met1	9.73	266	42
li1	-	268	-
met4	0	0	0
met2	13.2	65	41
met3	5.34	0	17
## path summary, 6_finish.rpt
check | depth (start not counted) | to | startpoint
min | 3 | out[10] | b[10]
max | 4 | out[0] | sel[0]
## area by class of cell
| cell class | instances | area [um^2] |
|---|---|---|
| fillers | 377 | 2260 |
| multi-input cells | 16 | 360 |
| well taps | 46 | 57.6 |
| repair buffers | 86 | 741 |
## what timing repair did
item,in CTS,in global routing
gates cloned,1,0
setup endpoints to repair,16,16
gates resized,131,1
setup buffers,0,0
## where the power goes
group	total (mW)	internal, mW	switching (mW)	leakage [nW]
logic	0.365	0.276	0.0890	0.550
clock network	0	0	0	0
registers	0	0	0	0
total	0.365	0.276	0.0890	0.550
## worst max-delay path, cell delays in order
cell	delay (ns)
buf_12	0.09
buf_12	0.13
mux4_2	0.49
buf_2	0.13
Power and IR drop assume default switching activity.
